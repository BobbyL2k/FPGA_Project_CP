==> ./design.v <==
module interfpga_send(
  input wire [7:0] data,     
  input wire send,           
  output wire busy,          
  output reg [3:0] data_o,   
  output wire ctrl_o,        
  input wire reset,          
  input wire clk             
);
  parameter sWait = 3'b000;    
  parameter sSend = 3'b100;    
  reg [2:0] c_state, n_state;  
  assign busy = c_state[2];    
  assign ctrl_o = c_state[2];  
  always @( posedge clk or posedge reset ) begin
    if(reset) begin
      c_state = sWait;
    end else begin
      c_state = n_state;  
    end 
  end
  always @( * ) begin
    if( c_state[2] == 1 ) begin
      n_state = c_state + 1;
    end else if( send ) begin
      n_state = sSend;
    end else begin
      n_state = sWait;
    end 
  end
  always @( * ) begin
    if( c_state[1] == 0 ) begin
      data_o = data[3:0];
    end else begin
      data_o = data[7:4];
    end 
  end
endmodule  
module interfpga_receive(
  output wire [7:0] data,    
  output wire ready,         
  input wire reset_ready,    
  input wire [3:0] data_i,   
  input wire ctrl_i,         
  input wire reset,          
  input wire clk             
);
  reg [7:0] buffer [1:0];      
  reg c_buffer_select, n_buffer_select;
  assign data = buffer[c_buffer_select];
  parameter sWait      = 3'b000;
  parameter sReceiving = 3'b100;
  reg [2:0] c_state, n_state;  
  reg p_state_2;               
  parameter sNotReady  = 1'b0; 
  parameter sReady     = 1'b1; 
  reg c_ready, n_ready;        
  assign ready = c_ready;      
  always @( posedge clk or posedge reset ) begin
    if(reset) begin
      p_state_2 = sWait;
    end else begin
      p_state_2 = c_state[2];
    end 
  end
  always @( posedge clk or posedge reset ) begin
    if(reset) begin
      c_state = sWait;
    end else begin
      c_state = n_state;
    end 
  end
  always @( * ) begin
    if( c_state[2] == 1 ) begin
      n_state = c_state + 1;
    end else if ( ctrl_i ) begin
      n_state = sReceiving;
    end else begin
      n_state = sWait;
    end 
  end
  wire l_reset_ready;
  assign l_reset_ready = reset_ready | reset;
  always @( posedge clk or posedge l_reset_ready ) begin
    if( l_reset_ready ) begin
      c_ready = sNotReady;
    end else begin
      c_ready = n_ready;
    end
  end
  always @( c_state or p_state_2 or c_ready ) begin
    if( c_state[2] == 0 && p_state_2 == 1 ) begin
      n_ready = sReady;
    end else begin
      n_ready = c_ready;
    end 
  end
  always @( posedge clk or posedge reset ) begin
    if( reset ) begin
      c_buffer_select = 0;
    end else begin
      c_buffer_select = n_buffer_select;
    end
  end
  always @( * ) begin
    if( c_state[2] == 1 && n_state[2] == 0 ) begin
      n_buffer_select = ~c_buffer_select;
    end else begin
      n_buffer_select = c_buffer_select;
    end
  end
  always @( posedge clk or posedge reset ) begin
    if( reset ) begin
      buffer[0] <= 8'h00;
      buffer[1] <= 8'h00;
    end else begin
      if( c_state == 3'b100 ) begin
        buffer[~c_buffer_select][3:0] <= data_i;
        buffer[~c_buffer_select][7:4] <= buffer[~c_buffer_select][7:4];
        buffer[c_buffer_select] <= buffer[c_buffer_select];
      end else if ( c_state == 3'b110 ) begin
        buffer[~c_buffer_select][3:0] <= buffer[~c_buffer_select][3:0];
        buffer[~c_buffer_select][7:4] <= data_i;
        buffer[c_buffer_select] <= buffer[c_buffer_select];
      end else begin
        buffer[0] <= buffer[0];
        buffer[1] <= buffer[1];
      end
    end
  end
endmodule  
==> ./run.sh <==
#!/bin/bash
# OpenROAD 26Q1-2900-gdf79404cd8, Yosys 0.63+post, stock flow scripts
make -C /OpenROAD-flow-scripts/flow DESIGN_CONFIG=/design/flow/config.mk WORK_HOME=/design/flow/orfs finish
==> ./config.mk <==
export PLATFORM = sky130hd
export DESIGN_NAME = interfpga_receive
export DESIGN_NICKNAME = interfpga_receive
export VERILOG_FILES = /design/flow/design.v
export SDC_FILE = /design/flow/constraint.sdc
export NUM_CORES = 4
export LEC_CHECK = 1
export CORE_UTILIZATION = 30
==> ./constraint.sdc <==
current_design interfpga_receive

set clk_period 2.0
set clk_io_pct 0.2

create_clock -name clk0 -period $clk_period [get_ports {clk}]

set non_clock_inputs [all_inputs -no_clocks]
set_input_delay [expr $clk_period * $clk_io_pct] -clock clk0 $non_clock_inputs
set_output_delay [expr $clk_period * $clk_io_pct] -clock clk0 [all_outputs]
==> results.toml <==
# generated from flow reports
[logic_synthesis]
simple_gate_area_frac = 0.0600
ys_warn_count = 2
ys_dominant_reg_cell = "dfrtp_1"
yosys_cells = 66
synthCells = 66
mux_share = 0.282
synth.largest_area_cell = "dfrtp_1"
xor_share = 0.00913
yosysUniqueCellTypes = 16
top_cells_by_count = "mux2_2 (24), dfrtp_1 (22), inv_1 (4)"
yosysMostFrequentCell = "mux2_2"
syn_area_um2 = 960
ys_top_logic_family = "multiplexers"
adder_share = 0.0391
syn_avg_cell_area_um2 = 14.5
yosys-top-cells-area = "dfrtp_1 (57%), mux2_2 (28%), ha_1 (3.9%)"
ys_area_um2 = 960
ys_seq_frac = 0.574
async_reset_ff_frac = 1.00
synth-edff-count = 0
compound_area_frac = 0.0130
numSynthFlops = 22
yosysTopAreaCellShare = 0.574

[final_timing]
post-route-min-period_ns = 1.98
fmax_mhz = 506
hold_viol_final = 0
report.final.slew_viol_count = 0
setup_viol = 0
fin_crit_sh = 0.988
worst_pin_slew_ns = 0.277
max-slew-margin-rel = 0.814
rsz0062_at_grt = "yes"
setup_slack_ns = 0.0247
timing.hold.ws_ns = 0.248
finalClockSkew_ns = 0.00614

[global_routing]
gr-usage-met2 = 0.166
antenna_found_initial = 0
grt_max_degree = 22
gr-usage-met3 = 0.0245
grt_first_pass_wirelength_um = 2820
grtUsageTotal = 0.113
grt_pass1_vias = 600
grt_overflow = 0
grtUsageMet1 = 0.184
busiest_layer = "met1"

[drt]
vias = 590
diodes = 0
first_pass_iters = 2
wl_um = 1600
ant_nets = 0
via_per_inst = 4.34
drc = 0
drt_iter0_drc = 4
wl_per_cell_um = 11.8

[place]
dpl.hpwl_um = 1120
finalWeightedCongestion = 0.671
numPortBuffers = 16
pre_cts_slack_ns = 0.164

[run]
warnings = 28
drv_cap = 0

[hold_path]
worst_hold_path_type = "input pin to asynchronous set/reset pin"

[layout]
fin_util = 0.420
drive_gt1_frac = 0.402
area_growth_syn_to_layout_pct = 33.5

[clock_tree]
clockBufferDepth = 2
clk_latency_ns = 0.30
clockRootBuffer = "clkbuf_4"
clock_sinks = 22
tritoncts = "done"
cts_made_buffers = 3
clk_transition_reported_paths_ns = 0.12
h-tree-depth = 1

[worst_setup_path]
arrival_ns = 1.58
crit_path_start_kind = "flip-flop"
cp-startpoint = "c_buffer_select$_DFFE_PP0P_"
rr_startpoint = "c_state[0]$_DFF_PP0_"
critPathKind = "flip-flop to output pin"
end_kind = "output pin"
critical_path_required_ns = 1.60
cp_max_fo = 6

[pwr]
p_leak_nw = 0.590
peakVddDrop_v = 0.000693
powerDensity_mw_per_mm2 = 1470

[die]
fp.dieW_um = 58.6
core-area_mm2 = 0.00305
die_h_um = 58.6
rows = 20
fp_util = 0.314
die-area_mm2 = 0.00343
io_pins = 17

[run_status]
status = "finished, final reports clean"
[cells by family after synthesis]
group | count (synthesis)
mux | 24
xor+xnor | 1
simple gates | 9
buf+inv | 5
fa+ha+maj | 3
flops | 22
compound gates | 2
[metal layers]
metal,vias to the layer above,share of wire
met5,-,0
met4,0,0.018
met3,2,0.044
met2,12,0.45
met1,290,0.49
li1,286,-
[critical path, cell delays in order, from the launching register on]
cell,delay [ns]
dfrtp_2,0.41
buf_4,0.15
mux2_2,0.33
clkdlybuf4s50_1,0.39
[worst paths after layout]
check	to	slack, ns	cells after the start
max in group asynchronous	c_buffer_select$_DFFE_PP0P_	1.34	3
setup / recovery	data[2]	0.02	3
setup reg to reg	flip-flop	0.48	4
hold / removal	c_ready$_DFFE_PP0P_	0.25	2
min in group clk0	c_ready$_DFFE_PP0P_	0.47	1
hold reg to reg	c_ready$_DFFE_PP0P_	0.47	1
[repair_timing]
item	CTS	global route
setup buffers	5	1
gates resized	2	8
setup endpoints to repair	8	8
hold buffers	0	0
[power by group]
group          total [W]  internal (W)  switching, W  leakage (nW)
clock           0.000238      0.000111      0.000127        0.0210
combinational   0.000860      0.000620      0.000239         0.315
sequential      0.000782      0.000663      0.000119         0.254
[final cells by class]
class | instances | area, µm²
flip-flops and latches | 22 | 552
well taps | 44 | 55.1
inverters | 4 | 15.0
multi-input cells | 39 | 394
fillers | 302 | 1770
repair buffers | 23 | 229
clock buffers | 4 | 36.3
[metrics by stage]
stage	power [W]	TNS, ns	instances	cell area (µm²)
final	0.00188	0	136	1280
after global routing	0.00204	-0.106	136	1280
after CTS	0.00190	0	135	1250
after detailed placement	0.00158	0	126	1170
after global placement	0.00156	0	126	1170
after floorplan	0.00124	0	66	960
[layout by cell type (no fill, tap or decap), types with 2 or more instances in the layout]
cell type	netlist	layout
buf_4	1	6
clkbuf_4	0	3
clkdlybuf4s50_1	0	11
dfrtp_1	22	21
dlymetal6s2s_1	0	5
ha_1	3	3
inv_1	4	4
mux2_2	24	22
mux2_4	0	2
nor2_1	2	2
Power and IR drop assume default switching activity.
