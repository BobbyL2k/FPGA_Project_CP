==> design/flow/design.v <==
`timescale 1ns / 1ps
module DualPortRam  (clk,
  address_0,
  data_0,
  we_0,
  oe_0,
  address_1,
  data_1,
  we_1,
  oe_1);
  parameter DATA_WIDTH = 8;
  parameter ADDR_WIDTH = 13;
  parameter RAM_DEPTH = 5000;
  input clk;
  input [ADDR_WIDTH-1 : 0] address_0;
  input we_0 ;
  input oe_0 ;
  input [ADDR_WIDTH-1 : 0] address_1;
  input we_1;
  input oe_1;
  input [DATA_WIDTH-1 : 0] data_1;
  output [DATA_WIDTH-1 : 0] data_0;
  reg [DATA_WIDTH-1 : 0] mem [RAM_DEPTH-1 : 0];
  always @(posedge clk)
    begin
      if(we_1)
        mem[address_1] = data_1;
    end 
    assign data_0  =  mem[address_0];
endmodule
`timescale 1ns / 1ps
`timescale 1ns / 1ps
module fifo(
		data_out,
		empty,
		busy,
		full,
		data_in,
		push,
		pop,
		reset,
		clock
    );
	 parameter DATA_WIDTH = 8;
	 parameter ADDR_WIDTH = 10;
	 output wire [DATA_WIDTH-1 : 0] data_out;
	 output wire empty;
	 output wire busy;  
	 output wire full;
	 input wire [DATA_WIDTH-1 : 0] data_in;
	 input wire push;
	 input wire pop;
	 input wire reset;
	 input wire clock;
	 reg [3:0] ps;
	 reg [3:0] ns;
	 reg [ADDR_WIDTH-1 : 0] front_addr;
	 reg [ADDR_WIDTH-1 : 0] rear_addr;
	 wire [ADDR_WIDTH-1 : 0] front_addr_in;
	 wire [ADDR_WIDTH-1 : 0] rear_addr_in;
     wire [ADDR_WIDTH-1 : 0]next_rear_addr;
     wire [ADDR_WIDTH-1 : 0]next_front_addr;
	 wire pushing;
	 wire ENA,ENB,WEA,WEB;
	 assign ENA = 1'b1;
	 assign ENB = 1'b0;
	 assign WEA = 0;
	 assign WEB = (pushing) ? 1'b1 : 1'b0;
	 assign pushing = (ps == 4'b1001 || ps == 4'b1000 || ps == 4'b1100 || ps == 4'b1101) ? 1'b1 : 1'b0;
	 assign poping = (ps == 4'b0001 || ps == 4'b1100 ) ? 1'b1 : 1'b0;
	 assign empty = (rear_addr == front_addr) ? 1'b1 : 1'b0;
	 assign full = (next_rear_addr == front_addr) ? 1'b1 : 1'b0;
	 assign busy = (pushing || poping) ? 1'b1 : 1'b0;
	 assign rear_addr_in = (ps == 4'b1001 || ps == 4'b1101) ? next_rear_addr : rear_addr;
	 assign front_addr_in = (ps == 4'b0001 || ps == 4'b1100) ? next_front_addr : front_addr; 
	 assign next_rear_addr = (rear_addr == 700) ? {DATA_WIDTH{1'b0}} :  rear_addr + 1;
	 assign next_front_addr = (front_addr == 700) ? {DATA_WIDTH{1'b0}} :  front_addr + 1;
	 DualPortRam #(.ADDR_WIDTH(ADDR_WIDTH)) ram(clock,front_addr,data_out,WEA,ENA,rear_addr,data_in,WEB,ENB);
	initial begin
		ps = 0;
		front_addr = 0;
		rear_addr = 0;
	end
	always @(posedge clock or posedge reset) begin
		if(reset) begin
			ps = 0;
			front_addr <= {ADDR_WIDTH{1'b0}};
			rear_addr <= {ADDR_WIDTH{1'b0}};
		end
		else begin
			ps = ns;
			front_addr <= front_addr_in;  
			rear_addr <= rear_addr_in;  
		end
	end
	always @(*) begin
		case(ps)
			4'b0000 : begin
				if(pop && !empty && push && !full) begin
					ns = 4'b1100;
				end
				else if(pop && !empty) begin
					ns = 4'b0001;
				end
				else if(push && !full) begin
					ns = 4'b1000;
				end
				else
					ns = 4'b0000;
			end
			4'b0001 : begin
				ns = 4'b0000;  
			end
			4'b1000 : begin
				ns = 4'b1001;
			end
			4'b1001 : begin
				ns = 4'b0000;
			end
			4'b1100 : begin
				ns = 4'b1101;
			end
			4'b1101 : begin
				ns = 4'b0000;
			end
			default : begin
				ns = 4'b0000;
			end
		endcase
	end
endmodule
==> design/flow/run.sh <==
#!/bin/bash
# OpenROAD 26Q1-2900-gdf79404cd8, Yosys 0.63+post, stock flow scripts
make -C /OpenROAD-flow-scripts/flow DESIGN_CONFIG=/design/flow/config.mk WORK_HOME=/design/flow/orfs finish
==> design/flow/config.mk <==
export PLATFORM = sky130hd
export DESIGN_NAME = fifo
export DESIGN_NICKNAME = fifo
export VERILOG_FILES = /design/flow/design.v
export SDC_FILE = /design/flow/constraint.sdc
export NUM_CORES = 4
export LEC_CHECK = 1
export CORE_UTILIZATION = 30
export SYNTH_MEMORY_MAX_BITS = 65536
==> design/flow/constraint.sdc <==
current_design fifo

set clk_period 298.0
set clk_io_pct 0.2

create_clock -name clk0 -period $clk_period [get_ports {clock}]

set non_clock_inputs [all_inputs -no_clocks]
set_input_delay [expr $clk_period * $clk_io_pct] -clock clk0 $non_clock_inputs
set_output_delay [expr $clk_period * $clk_io_pct] -clock clk0 [all_outputs]
==> flow_summary.json <==
{
  "track_usage": 0.2098,
  "worst_slack_ps": 227810,
  "drt_wl_total_mm": 1052,
  "r2r_cells": 5,
  "grt_max_degree": 145,
  "outcome": "complete, but fails checks",
  "drive_gt1_frac": 0.2477,
  "critPathLaunchType": "register",
  "cp_slowest_cell": "dfrtp_4",
  "synth-adder-area-share": 0.0001568,
  "yosys.area_share.xor_xnor": 0.0007018,
  "crit-reg2reg-launch": "rear_addr[3]$_DFFE_PP0P_",
  "cts.repair.resized": 0,
  "rows": 378,
  "first_pass_iters": 8,
  "final_hold_viol_count": 0,
  "crit_top_cell": "buf_4",
  "min_to": "ps[2]$_DFF_PP0_",
  "htree_levels": 6,
  "ys_sh_mux": 0.1537,
  "min_from": "ps[2]$_DFF_PP0_",
  "numClockSinks": 8215,
  "max_stage_delay_ps": 810,
  "ff_type": "edfxtp_1",
  "clk_path_buf_depth": 4,
  "vias_per_cell": 5.284,
  "cp_data_required_time_ps": 238400,
  "cts_buffers": 806,
  "coreArea_um2": 1060000,
  "synth_area_um2": 319100,
  "whs_path_depth": 2,
  "p_leak_nw": 112.2,
  "synth_warnings": 3,
  "synth-simple-area-share": 0.02341,
  "crit_family": "buffers and inverters",
  "finalCritPeriodShare": 0.2355,
  "finalSetupTns_ps": 0,
  "ir_drop_v": 0.000006632,
  "finClkSkew_ps": 81.45,
  "cts_hold_buf": 0,
  "slew_viol_final": 2,
  "max_freq_mhz": 14.25,
  "ys_chip_area_um2": 319100,
  "whs_ps": 558.7,
  "hp-class": "reg -> reg",
  "syn2layout_area_growth_pct": 15.08,
  "cp_num_buf_inv": 11,
  "pwr-share-seq": 0.415,
  "avgSynthCellArea_um2": 20.98,
  "cp-end-kind": "primary output",
  "p_sw_w": 0.0009565,
  "cts_root_buffer": "clkbuf_16",
  "tool_warnings": 71,
  "slew_headroom": -0.02862,
  "gp_routability_congestion": 0.9492,
  "clockPowerShare": 0.322,
  "place_ws_ps": 229030,
  "ioPinCount": 23,
  "cp.arrival_ps": 10590,
  "internal_power_w": 0.002131,
  "grt_setup_unrepaired": "no",
  "failed_checks": "max-capacitance violations, max-slew violations",
  "placed_area_um2": 340800,
  "period_needed_ps": 70190,
  "io_buffers": 22,
  "async_reset_ff_frac": 0.002800,
  "post_cts_buffers": 0,
  "cap_viol_max_count": 1,
  "ys_sh_aoi": 0.03202,
  "critPathKind": "reg -> out",
  "chipArea_um2": 1068000,
  "crit_chain": "buf_4, buf_4, buf_12, buf_4, buf_4, buf_4, buf_4, mux4_2, a22oi_1, a21oi_1, o41ai_1, a21oi_1, buf_4, nor4_2, buf_4, o31ai_4, buf_4, clkdlybuf4s50_1",
  "switching_share": 0.3098,
  "worstSkewPairLatency_ps": 1240,
  "crit_fanout": 71,
  "ant_nets": 0,
  "worstMarginPinSlew_ps": 1534,
  "logic_family": "multiplexers",
  "power.density_nw_per_um2": 8.408,
  "total_power_w": 0.003088,
  "reg2reg_slack_ps": 293370,
  "grt_pass1_wl_mm": 1437,
  "die_x_mm": 1.033,
  "remaining_drc_errors": 0,
  "edf_count": 8192,
  "fin_area_um2": 367300,
  "via_count": 164515,
  "grt_pass1_vias": 176766,
  "synth_cell_type_count": 77,
  "cts_tree": "done",
  "ys_seq_share": 0.7726,
  "grt_overflow": 0,
  "initCoreUtil": 0.3011,
  "p_comb_frac": 0.263,
  "ys_ff": 8215,
  "r2r-end": "ram.mem[76][0]$_DFFE_PP_",
  "grt_antenna_before_repair": 162,
  "netlist_instances": 15209,
  "drtIter0Drc": 12646,
  "route.detailed.wl_per_inst_um": 33.80,
  "hpwl_mm": 678.4,
  "ys_cells": 15209,
  "clk_pin_slew_ps": 60,
  "die_y_mm": 1.033,
  "setup_violations": 0
}
[sequential cells by signal (all words and copies together), names as in the netlist]
name and cells:
ram.mem 8192, front_addr 10, rear_addr 10, ps 3
[cells in the final DEF, fill, tap and decap left out, drive strengths merged, types with 15 or more instances in the layout]
master	Yosys	final
clkinvlp	0	20
nor4	19	19
clkbuf	476	983
o221ai	166	166
a32oi	15	15
o211ai	31	31
nand2	346	346
inv	15	31
xnor2	16	16
o22ai	141	141
nand2b	18	18
mux4	1799	1799
buf	500	1065
nor3	42	42
a22o	40	40
a21oi	344	344
bufinv	0	56
mux2	16	16
nor2	1189	1189
a221oi	156	156
mux2i	836	836
a211oi	65	65
dfrtp	23	23
diode	0	285
nand3	106	106
clkinv	0	401
nand4	27	27
o21ai	208	208
a22oi	186	186
edfxtp	8192	8192
a31oi	39	39
[worst max path at each step]
stage                        startpoint           to  depth (start not counted)
CTS           front_addr[0]$_DFFE_PP0P_  data_out[0]                         18
global route  front_addr[0]$_DFFE_PP0P_  data_out[0]                         18
finish        front_addr[0]$_DFFE_PP0P_  data_out[0]                         18
[stage by stage]
step | cells | utilization
detailed placement | 29372 | 0.3215
global placement | 29370 | 0.3215
CTS | 30848 | 0.3458
floorplan | 15209 | -
finish | 31133 | 0.3465
global route | 30972 | 0.3461
[cells by family (layout without fill, tap and decap cells)]
family	Yosys count	after routing
muxes	2651	2651
buffers and inverters	991	2570
AOI/OAI and AO/OA	1495	1495
xor gates and xnor gates	24	24
and+or+nand+nor	1829	1829
DFF	8215	8215
adders and majority gates	4	4
other	0	285
[power by group through the flow]
stage | Combinational [W] | Sequential [W] | Clock, W
CTS | 0.000806 | 0.00128 | 0.00100
global route | 0.000846 | 0.00128 | 0.00105
finish | 0.000812 | 0.00128 | 0.000995
[tightest hold or removal path, stage by stage, from the launching register on]
cell	delay, ps
dfrtp_1	360
nand2_1	90
o21ai_0	80
[Yosys cell counts (39+ instances only)]
cell type	instances	area share
buf_1	74	0.00087
a31oi_1	39	0.00076
edfxtp_1	8192	0.77
a21oi_1	344	0.0054
buf_4	110	0.0026
buf_2	167	0.0026
clkbuf_1	476	0.0056
nor2_1	1189	0.014
o221ai_1	166	0.0046
buf_6	132	0.0047
a22oi_1	186	0.0044
a221oi_1	156	0.0043
nand3_1	106	0.0017
mux2i_1	836	0.026
nor3_1	42	0.00066
o21ai_0	202	0.0032
nand2_1	346	0.0041
a22o_1	40	0.0011
o22ai_1	141	0.0028
mux4_2	1799	0.13
a211oi_1	65	0.0015
[routing by layer]
layer,vias up,GRT usage,part of all wire
met1,83440,0.1927,0.28
met3,2470,0.2065,0.21
met4,266,0.1075,0.061
met5,-,0.06121,0.0076
li1,65720,-,-
met2,12619,0.2900,0.44
[area by class of cell]
type | instances | area (um2)
antenna | 285 | 713.2
clock buffer | 983 | 20920
sequential | 8215 | 246600
inverter | 15 | 86.33
tap | 14060 | 17590
timing repair buffer | 1079 | 8541
clock inverter | 493 | 4817
fill | 96458 | 692600
multi-input combinational | 6003 | 67970
Power and IR drop assume default switching activity.
