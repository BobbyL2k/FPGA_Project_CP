`flow/run.sh`:
```
#!/bin/bash
# OpenROAD 26Q1-2900-gdf79404cd8, Yosys 0.63+post, stock flow scripts
make -C /OpenROAD-flow-scripts/flow DESIGN_CONFIG=/design/flow/config.mk WORK_HOME=/design/flow/orfs finish
```
`flow/config.mk`:
```
export PLATFORM = sky130hd
export DESIGN_NAME = uart_receive
export DESIGN_NICKNAME = uart_receive
export VERILOG_FILES = /design/flow/design.v
export SDC_FILE = /design/flow/constraint.sdc
export NUM_CORES = 4
export LEC_CHECK = 1
export CORE_UTILIZATION = 50
```
`flow/design.v`:
```
module clock_divider(
  input wire clock,
  output wire d_clock,
  input wire reset
);
parameter IN_FREQ = 20;
parameter OUT_FREQ = 1;
parameter COUNT_TO = IN_FREQ / OUT_FREQ / 2 - 1;
parameter COUNTER_SIZE = clog2(COUNT_TO)+1;
function integer clog2;
input integer value;
begin 
value = value-1;
for (clog2=0; value>0; clog2=clog2+1)
value = value>>1;
end 
endfunction
reg [COUNTER_SIZE-1:0] counter;
reg c_d_clock, n_d_clock;
assign d_clock = c_d_clock;
always @( posedge clock or posedge reset ) begin
  if(reset) begin
    counter = {COUNTER_SIZE{1'b0}};
  end else begin
    if(counter == COUNT_TO) begin
      counter = {COUNTER_SIZE{1'b0}};
    end else begin
      counter = counter + 1;
    end
  end
end
always @( posedge clock or posedge reset ) begin
  if(reset) begin
    c_d_clock = 0;
  end else begin
    c_d_clock = n_d_clock;
  end
end
always @( * ) begin
  if( counter == COUNT_TO ) begin
    n_d_clock = ~c_d_clock;
  end else begin
    n_d_clock = c_d_clock;
  end
end
endmodule  
module uart_receive(
  output wire [7:0] data,
  output reg ready,
  input wire reset_ready,
  input wire rx_i,
  output wire tx_o,
  input wire reset,
  input wire clk
);
  parameter IN_FREQ = 20;
  parameter OUT_FREQ = 1;
  parameter rx_start_bit = 1'b0;
  parameter rx_stop_bit  = 1'b1;
  assign tx_o = 1'b1;
  parameter sActiveCheck = 1'b0;
  parameter sCollect = 1'b1;
  reg c_state, n_state;
  reg resetHelper;
  wire collectDone, d_clk;
  wire [8:0]data_wP;
  reg [7:0] buffer [1:0];
  wire [7:0] l_buffer0, l_buffer1;
  reg buffer_sel, n_buffer_sel;
  assign data = buffer[~buffer_sel];
  assign l_buffer0 = (buffer_sel) ? buffer[0] : data_wP[7:0];
  assign l_buffer1 = (buffer_sel) ? data_wP[7:0] : buffer[1];
  wire l_ready_reset;
  assign l_ready_reset = reset | reset_ready;
  always @( posedge clk or posedge l_ready_reset ) begin
    if( l_ready_reset ) begin
      ready = 0;
    end else begin
      if( collectDone ) begin
        ready = 1;
      end else begin
        ready = ready;
      end
    end 
  end
  always @( posedge clk or posedge reset ) begin
    if( reset ) begin
      c_state = sActiveCheck;
    end else begin
      c_state = n_state;
    end
  end
  always @( posedge clk or posedge reset ) begin
    if( reset ) begin
      buffer[0] = 8'b0000_0000;
      buffer[1] = 8'b0000_0000;
    end else begin
      buffer[0] = l_buffer0;
      buffer[1] = l_buffer1;
    end
  end
  always @( posedge clk or posedge reset ) begin
    if( reset ) begin
      buffer_sel = 1'b0;
    end else begin
      buffer_sel = n_buffer_sel;
    end
  end
  always @( * ) begin
    if( c_state == sActiveCheck ) begin
      if( rx_i == rx_start_bit ) begin
        n_state = sCollect;
      end else begin
        n_state = sActiveCheck;
      end
    end else begin  
      if( collectDone == 1 ) begin
        n_state = sActiveCheck;
      end else begin
        n_state = sCollect;
      end
    end
  end
  always @( * ) begin
    if( c_state == sCollect && n_state == sActiveCheck ) begin
      n_buffer_sel = ~buffer_sel;
    end else begin
      n_buffer_sel = buffer_sel;
    end
  end
  always @( * ) begin
    if( c_state == sActiveCheck && n_state == sCollect ) begin
      resetHelper = 1'b1;
    end else begin
      resetHelper = 1'b0;
    end
  end
  clock_divider #(
    .IN_FREQ(IN_FREQ),
    .OUT_FREQ(OUT_FREQ)) cd(
    .clock(clk),
    .d_clock(d_clk),
    .reset(resetHelper)
  );
  uart_receive_helper urh(
    .rx_i(rx_i),
    .reset(resetHelper),
    .d_clk(d_clk),
    .data(data_wP),  
    .done(collectDone));
endmodule  
module uart_receive_helper(
  rx_i,
  reset,
  d_clk,
  data,
  done
);
  parameter number_of_bits = 8+1;
  input wire rx_i;
  input wire reset;
  input wire d_clk;
  output [number_of_bits-1:0] data;
  output reg done;
  parameter sIdle = 5'b11110;   
  parameter sStart= 5'b11111;   
  parameter sData = 5'b00000;   
  parameter sEnd  = sData + number_of_bits;  
  reg [number_of_bits-1:0] buffer;
  assign data = buffer;
  reg [4:0] c_state, n_state;
  always @( posedge d_clk or posedge reset ) begin
    if(reset) begin
      buffer = {number_of_bits{1'b0}};
    end else begin
      buffer = buffer;
      buffer[c_state] = rx_i;
    end
  end
  always @( negedge d_clk or posedge reset ) begin
    if(reset) begin
      c_state = sStart;
    end else begin
      c_state = n_state;
    end
  end
  always @( * ) begin
    if( c_state == sStart ) begin
      n_state = sData;
    end else if( c_state == sEnd || c_state == sIdle ) begin
      n_state = sIdle;
    end else begin
      n_state = c_state + 1;
    end
  end
  always @( posedge d_clk or posedge reset ) begin
    if( reset ) begin
      done = 0;
    end else begin
      if( c_state == sEnd ) begin
        done = 1;
      end else begin
        done = 0;
      end
    end
  end
endmodule  
module serializer(
    busy,
    data_out,
    data_in,
    start,
    clock,
    reset
    );
    parameter DATA_WIDTH = 8;
    parameter COUNTER_SIZE = clog2(DATA_WIDTH)+1;
	 function integer clog2;
	 	input integer value;
	 	begin 
	 	value = value-1;
	 	for (clog2=0; value>0; clog2=clog2+1)
	 	value = value>>1;
	 	end 
	 endfunction
    output wire busy;
    output wire data_out;
    input [DATA_WIDTH-1:0]data_in;
    input wire start;
    input wire clock;
    input wire reset;
    reg ps;
    reg [DATA_WIDTH-1:0]data;
    reg [COUNTER_SIZE-1:0]counter;
    wire ns;
    wire [COUNTER_SIZE-1:0]next_counter;
    wire [DATA_WIDTH-1:0]next_data;
    assign next_data = (ps == 1) ? {data[0],data[DATA_WIDTH-1:1]} : data_in;
    assign next_counter = (ps==1) ? counter + 1 : {{COUNTER_SIZE-1{1'b0}},1'b1};
    assign ns = ((start && ps == 1'b0) || (counter != DATA_WIDTH && ps == 1'b1)) ? 1'b1 : 1'b0;
    assign data_out = (ps == 1) ? data[0] : 1'b1;
    assign busy = ps;
    initial begin
        ps <= 0;
        counter <= {{COUNTER_SIZE-1{1'b0}},1'b1};
        data <= 0;
    end
    always @(posedge clock or posedge reset) begin
        if(reset) begin
            ps <= 0;
            counter <= {{COUNTER_SIZE-1{1'b0}},1'b1};
            data <= data_in;
        end
        else begin
            ps <= ns;
            counter <= next_counter;
            data <= next_data;
        end
    end
endmodule
module uart_transmitter(
	data,
	busy,
	send,
	tx_o,
	reset,
	clk
);
  parameter number_of_bits = 8;
  parameter IN_FREQ = 20;
  parameter OUT_FREQ = 1;
  input wire [number_of_bits-1:0] data;  
  output wire busy;
  input wire send;
  output wire tx_o;
  input wire reset;
  input wire clk;
  parameter sInit = 2'b10;
  parameter sActiveCheck = 2'b00;
  parameter sPrepSend = 2'b01;
  parameter sSend = 2'b11;
  reg [1:0] c_state, n_state;
  wire d_clk, start, reset_d_clk;
  wire [number_of_bits+1:0] data_in;
  assign start = c_state == sPrepSend;
  assign reset_d_clk = c_state == sInit;
  assign data_in = {^data, data, 1'b0};  
  always @( posedge clk or posedge reset ) begin
    if( reset ) begin
      c_state = sInit;
    end else begin
      c_state = n_state;
    end
  end
  always @( * ) begin
    if( c_state == sInit ) begin
      n_state = sActiveCheck;
    end else if( c_state == sActiveCheck ) begin
      if( send ) begin
        n_state = sPrepSend;
      end else begin
        n_state = sActiveCheck;
      end
    end else if( c_state == sPrepSend ) begin
      if( busy ) begin
        n_state = sSend;
      end else begin
        n_state = sPrepSend;    
      end
    end else begin  
      if( busy ) begin
        n_state = sSend;
      end else begin
        n_state = sActiveCheck;
      end
    end
  end
  serializer #(
    .DATA_WIDTH(10)) ser(
    .busy(busy),
    .data_out(tx_o),
    .data_in(data_in),
    .start(start),
    .clock(d_clk),
    .reset(reset)
  );
  clock_divider #(
    .IN_FREQ(IN_FREQ),
    .OUT_FREQ(OUT_FREQ)) cd(
    .clock(clk),
    .d_clock(d_clk),
    .reset( reset_d_clk )
  );
endmodule  
```
`flow/constraint.sdc`:
```
current_design uart_receive

set clk_period 2.4
set clk_io_pct 0.2

create_clock -name clk0 -period $clk_period [get_ports {clk}]

set non_clock_inputs [all_inputs -no_clocks]
set_input_delay [expr $clk_period * $clk_io_pct] -clock clk0 $non_clock_inputs
set_output_delay [expr $clk_period * $clk_io_pct] -clock clk0 [all_outputs]
```
==> GITHUB_STEP_SUMMARY <==
### Metrics collected by this job

| Metric | Value |
|---|---|
| Commonest cells post-synth | dfrtp_1, nand2_1, nor2_1, inv_1, nand2b_1 |
| Final Power | 686 µW |
| Die width | 64.8 µm |
| Clock skew | 0.00161 ns |
| Ratio of cells with drive above 1 in the final layout | 0.104 |
| N_diodes | 0 |
| Post-DP HPWL | 2170 µm |
| PwrDens | 321 nW/µm² |
| Largest net degree at the start of global routing | 34 |
| Top routing layer in use | met4 |
| Ys flop type | dfrtp_1 |
| Post-synth cell types | 47 |
| Required @ worst endpoint | 1.92 ns |
| Chip height | 64.8 µm |
| Die area | 4190 µm² |
| Core footprint | 3720 µm² |
| Filler cells | 320 |
| # Cells Yosys | 194 |
| Slew of the pin with the lowest slew margin | 0.658 ns |
| LEAKAGE | 0.000968 µW |
| Endpoint class of the critical path | output port |
| Crit Path Category | reg -> out |
| Final ANT Viol Nets | 0 |
| Sequential share of power | 0.618 |
| Sw Pwr | 135 µW |
| Status | complete, no violations |
| Pint | 551 µW |
| Initial antenna violation count | 0 |
| First-pass GRT wire length | 5400 µm |
| Fin Setup TNS | 0 ns |
| Gate Count Post-Synth | 194 |
| Comb pwr share | 0.029 |
| FP Core Util | 0.530 |
| Crit path max fanout | 33 |
| Crit path DAT | 1.61 ns |
| Endpoints failing setup | 0 |
| Num CTS Buffers | 3 |
| Worst reg2reg path depth | 3 |
| Fmax | 478 MHz |
| H-tree levels | 1 |
| CTS tree | done |
| CTS Root Cell | clkbuf_8 |
| Sw Share | 0.197 |
| Post-synth seq share | 0.499 |
| Final Hold Fails | 0 |
| Clock-pin transition on the worst setup and hold timing paths | 0.08 ns |
| CTS Buffer Depth | 2 |
| Total of max-cap violations | 0 |
| Synth top area share | 0.432 |
| RSZ-0062 raised after global routing | no |
| DR WL/cell | 11.6 µm |
| Hold crit path type | reg -> async |
| # Post-CTS Setup Buffers | 0 |
| I/O pin total | 14 |
| Syn avg cell area | 10.2 µm² |
| Cell taking the most area after synthesis | dfrtp_1 |
| Synth area leaders | dfrtp_1, dfstp_2, nand2_1 |
| YS warnings | 5 |
| CP Launch Type | register |
| Worst IR Drop VDD | 0.187 mV |
| Final slew viol count | 0 |
| R2R Path Start | cd.counter[0] |
| Register pins left without a clock | 14 |
| Reg2Reg Setup Slack | 1.26 ns |
| Tcrit/Tclk final | 0.872 |
| Placer Congestion | 0.782 |
| Met3 routed WL | 72 µm |
| Yosys Chip Area | 1970 µm² |
| Flops out of synthesis | 39 |
| DR WL met2 | 1320 µm |
| Post-Route WL | 2900 µm |
| Post-Syn Area | 1970 µm² |
| Initial DRC count | 75 |
| Part of the power in the clock network | 0.353 |
| Endpoints left unconstrained | 14 |
| Via count | 1242 |
| Min Tclk post-route | 2.09 ns |
| DRC viols | 0 |
| Core Rows | 22 |
| Routed vias/inst | 4.97 |
| EDFF count, synth | 0 |
| Pre-Repair DR Iteration Count | 4 |
| Clock latency (worst-skew pair) | 0.26 ns |
| Area Growth Syn to Fin | 8.39% |
| FF-to-FF End | cd.c_d_clock |
| Met1 Wirelength | 1490 µm |
| Tool warnings | 31 |
| Total track usage | 0.168 |
| Vias in the first global route | 1217 |
| IO Port Bufs | 12 |
| Gr ovfl total | 0 |
| Relative slew slack | 0.561 |
| Asr flop ratio synth | 1.00 |
## worst max-delay path, stage by stage, from the launching register on
cell and delay (ns):
dfrtp_2 0.58, nand2b_1 0.24, nand2_1 0.08, clkdlybuf4s50_1 0.45
## cells in the final DEF (no fill, tap or decap), types with 2 or more instances in the layout
cell type	netlist	final
nand2b_1	11	11
nor3b_1	2	2
o211ai_1	4	4
a31oi_1	2	2
o22ai_1	2	2
inv_1	13	13
mux2_1	3	3
nor2_1	14	14
or2_2	2	2
clkdlybuf4s50_1	0	12
clkbuf_8	0	3
dfstp_2	5	5
a21oi_2	2	2
dfrtp_1	34	33
nand3_1	5	5
ha_1	9	9
nor3_1	3	3
xnor2_1	4	4
nand2_1	34	34
o21ai_0	9	9
xor2_1	3	3
## power groups by stage
stage	clock (µW)	sequential [µW]	combinational (µW)
after CTS	252	424	20.5
after global routing	272	424	23.2
final	242	424	19.9
## final cells by class
class                   instances  area, µm²  share of cell area
flip-flops and latches         39        983               0.461
multi-input cells             133        870               0.407
repair buffers                 13        128              0.0598
well taps                      48       60.1              0.0281
inverters                      13       48.8              0.0229
clock buffers                   4       45.0              0.0211
## sequential cells by signal, indices dropped and copies added, names as in the netlist
signal,flops
buffer,16
urh.buffer,8
cd.counter,5
urh.c_state,5
buffer_sel,1
c_state,1
cd.c_d_clock,1
ready,1
urh.done,1
## through the flow
step           hold WS (ns)  setup slack, ns  utilization  instances  instance area, µm²
2_1_floorplan         0.238             1.13            -        194                1970
3_3_place_gp          0.365            0.412        0.562        246                2090
3_5_place_dp          0.369            0.344        0.562        246                2090
4_1_cts               0.375           0.0637        0.574        250                2130
5_1_grt               0.391            0.169        0.574        250                2130
6_report              0.354            0.308        0.574        250                2130
## logic make-up (layout without fill, tap and decap cells)
kind of cell / count (synthesis) / after routing / share of synthesized area
and+or+nand+nor: 87 / 87 / 0.241
DFF: 39 / 39 / 0.499
AOI/OAI and AO/OA: 24 / 24 / 0.0801
buffers and inverters: 22 / 30 / 0.0597
adders and majority gates: 9 / 9 / 0.0572
xor gates and xnor gates: 7 / 7 / 0.0311
muxes: 5 / 5 / 0.0299
other: 1 / 1 / 0.00190
## timing repair
action,CTS,global route
resized,0,1
setup endpoints to repair,0,8
hold endpoints to repair,0,0
hold buffers,0,0
## worst max path at each step
stage	start	to	slack [ns]	depth (start not counted)
finish	buffer_sel	data[1]	0.31	3
global route	buffer_sel	data[7]	0.17	3
CTS	buffer_sel	data[2]	0.06	3
## metal layers
metal / vias to the layer above / GRT usage
met5: - / 0
met4: 0 / 0.0333
met3: 2 / 0.0214
met2: 11 / 0.260
met1: 580 / 0.265
li1: 649 / -
No activity file was given, so power comes from the tool's default toggle rates.
